**/design/flow/config.mk**
```make
export PLATFORM = sky130hd
export DESIGN_NAME = cic3_differentiators
export DESIGN_NICKNAME = cic3_differentiators
export VERILOG_FILES = /design/flow/design.v
export SDC_FILE = /design/flow/constraint.sdc
export NUM_CORES = 4
export LEC_CHECK = 1
export CORE_UTILIZATION = 50
```
**/design/flow/constraint.sdc**
```tcl
current_design cic3_differentiators

set clk_period 9.5
set clk_io_pct 0.2

create_clock -name clk0 -period $clk_period [get_ports {divided_clk}]

set non_clock_inputs [all_inputs -no_clocks]
set_input_delay [expr $clk_period * $clk_io_pct] -clock clk0 $non_clock_inputs
set_output_delay [expr $clk_period * $clk_io_pct] -clock clk0 [all_outputs]
```
**/design/flow/design.v**
```verilog
module cic3_differentiators
    #(parameter DECIMATION_FACTOR = 256,  
    parameter CLOCK_WIDTH = $clog2(DECIMATION_FACTOR),
    parameter NUMBITS = 3*CLOCK_WIDTH+1)
    (output logic [NUMBITS-1:0] out,  
    input logic [NUMBITS-1:0] in,  
    input logic divided_clk,  
    input logic reset_n);  
logic [NUMBITS-1:0] in_d;
logic [NUMBITS-1:0] diff1;
logic [NUMBITS-1:0] diff2;
logic [NUMBITS-1:0] diff3;
logic [NUMBITS-1:0] diff1_d;
logic [NUMBITS-1:0] diff2_d;
always_ff @ (negedge divided_clk or negedge reset_n) begin 
    if(!reset_n) begin
        in_d <= 'b0; 
        diff1_d <= 'b0; 
        diff2_d <= 'b0; 
        diff1 <= 'b0; 
        diff2 <= 'b0; 
        diff3 <= 'b0;
    end 
    else begin 
        diff1 <= in - in_d; 
        diff2 <= diff1 - diff1_d; 
        diff3 <= diff2 - diff2_d; 
        in_d <= in;  
        diff1_d <= diff1; 
        diff2_d <= diff2; 
    end
end  
always_ff @ (posedge divided_clk)  
    out <= diff3;
endmodule
```
**/design/flow/run.sh**
```bash
#!/bin/bash
# OpenROAD 26Q1-2900-gdf79404cd8, Yosys 0.63+post, stock flow scripts
make -C /OpenROAD-flow-scripts/flow DESIGN_CONFIG=/design/flow/config.mk WORK_HOME=/design/flow/orfs finish
```
==> flow_summary.json <==
{
  "slowest_delay_ps": 470,
  "initCoreUtil": 0.5134,
  "arrival_ps": 4510,
  "whs_endpoint": "diff2_d[0]$_DFF_NN0_",
  "cts.reportedPaths.clkPinSlew_ps": 50,
  "rows": 46,
  "cp-startpoint": "in[0]",
  "critical_path.endpoint_type": "flip-flop",
  "ys_warn_count": 1,
  "hold_buffers": 0,
  "die_h_um": 130.0,
  "p_total_mw": 3.271,
  "async_reset_ff_frac": 0.8571,
  "die-area_um2": 16890,
  "timing.max_slew.rel_slack": 0.5965,
  "syn_to_final_growth_pct": 16.66,
  "clockBufferDepth": 2,
  "maxCapViolations": 0,
  "vdd_drop_max_mv": 0.1764,
  "setup_viol": 0,
  "critPathKind": "in2reg",
  "syn_area_um2": 8185,
  "lay_top_count": "dfrtn_1",
  "cts_made_buffers": 17,
  "synth-seq-cells": 175,
  "antenna_found_initial": 0,
  "core-area_um2": 15940,
  "clock_skew_ps": 21.86,
  "drcViolationCount": 0,
  "rsz0062_at_grt": "false",
  "ys_cells": 754,
  "worst_slew_pin_slew_ps": 605.2,
  "final_cells": 1048,
  "crit_path_cell_trace": "clkdlybuf4s50_1, inv_1, ha_1, fa_1, and2b_1, nor3_1, o31ai_1, buf_4, a211oi_1, o41ai_1, a31oi_1, xnor2_1",
  "p_int_mw": 2.148,
  "layout_top_cells": "150 x dfrtn_1, 93 x inv_1, 72 x ha_1",
  "swShare": 0.3433,
  "hold_depth": 0,
  "grt_start_max_net_pins": 73,
  "timing.rr.end": "out[18]$_DFF_P_",
  "clock_latency_ps": 410,
  "fin_setup_tns_ps": 0,
  "whs_ps": 318.7,
  "place_inst": 1016,
  "ff2ff_path_depth": 0,
  "outcome": "finished clean",
  "avgSynthCellArea_um2": 10.86,
  "clockRootBuffer": "clkbuf_16",
  "die_w_um": 130.0,
  "drv_slew": 0,
  "netlist_logic_family_top": "AND-OR/OR-AND gates",
  "first_pass_iters": 4,
  "cp.required_ps": 4980,
  "ff_type": "dfrtn_1",
  "gr-total-overflow": 0,
  "rrSetupSlack_ps": 4330,
  "cp_max_fo": 3,
  "route.final.wire_length_mm": 11.94,
  "p_leak_nw": 4.546,
  "ctsResizeCount": 0,
  "ys_sh_mux": 0,
  "routabilityCongestion": 0.8599,
  "clkSinkCount": 175,
  "synth_seq_share": 0.5197,
  "ys_chip_area_um2": 8185,
  "cts_tree": "yes",
  "synth-simple-area-share": 0.08759,
  "dr_total_vias": 5121,
  "powerDensity_nw_per_um2": 342.6,
  "h-tree-depth": 4,
  "vias_per_cell": 4.886,
  "hold_viol": 0,
  "ys_sh_xor": 0.07062,
  "drt_iter0_drc": 156,
  "drive_gt1_frac": 0.06611,
  "drtAntennaViolNets": 0,
  "regToRegStartpoint": "diff3[18]$_DFF_NN0_",
  "antenna_cells": 0,
  "p_switching_mw": 1.123,
  "edf_count": 0,
  "num_io_pins": 52,
  "pwr-share-seq": 0.348,
  "wire_per_inst_um": 11.39,
  "p_clk_frac": 0.202,
  "utilization": 0.5990,
  "postCtsSetupRepairBufs": 0,
  "grt_pass1_vias": 5002,
  "grt_pass1_wl_mm": 21.65,
  "dpl.hpwl_mm": 8.952,
  "worstHoldStart": "diff2[0]$_DFF_NN0_",
  "warnings": 25,
  "grt_use_total": 0.1645,
  "cp_slowest_cell": "clkdlybuf4s50_1",
  "n_fill_cell": 1282,
  "port_buffers": 51,
  "critPathLaunchType": "input port",
  "synthDistinctLibCells": 61,
  "fa_ha_area_frac": 0.1174,
  "synth_cells": 754,
  "hold_path_class": "reg2reg",
  "p_comb_frac": 0.451,
  "synthAoiAreaFrac": 0.1582
}
## flip-flops by register name (all words and copies together), names as in the netlist
register	cells
diff1	25
diff2_d	25
diff1_d	25
out	25
in_d	25
diff2	25
diff3	25
## kinds of logic after synthesis
| family | count (synthesis) |
|---|---|
| AND-OR/OR-AND | 193 |
| flip-flops | 175 |
| XOR/XNOR | 66 |
| buffers and inverters | 101 |
| adder cells (fa/ha/maj) | 75 |
| AND/OR/NAND/NOR | 144 |
## metal layers
| layer | vias up | share of wire | GRT usage | wire length (µm) |
|---|---|---|---|---|
| met5 | - | 0 | 0 | 0 |
| met4 | 0 | 0.012 | 0.02189 | 140 |
| met3 | 9 | 0.031 | 0.03090 | 372 |
| met2 | 75 | 0.46 | 0.2683 | 5516 |
| met1 | 2314 | 0.50 | 0.2466 | 5912 |
| li1 | 2723 | - | - | - |
## critical path, delay by kind of cell
family	cells	cell delay (ps)
AND-OR/OR-AND	4	880
AND/OR/NAND/NOR	2	290
buffers and inverters	3	680
XOR/XNOR	1	140
adder cells (fa/ha/maj)	2	620
## Yosys cell counts, types with 2 or more instances
| cell type | n | area share |
|---|---|---|
| fa_1 | 3 | 0.0073 |
| nor2_1 | 39 | 0.018 |
| nand2_1 | 43 | 0.020 |
| nor3_1 | 5 | 0.0031 |
| a211oi_1 | 5 | 0.0046 |
| a221oi_2 | 2 | 0.0037 |
| o21bai_1 | 5 | 0.0046 |
| inv_1 | 93 | 0.043 |
| a41oi_1 | 2 | 0.0021 |
| a21o_1 | 22 | 0.020 |
| o21a_1 | 10 | 0.0092 |
| nand2b_1 | 8 | 0.0061 |
| dfxtp_1 | 25 | 0.061 |
| o31ai_1 | 3 | 0.0028 |
| o21ai_0 | 31 | 0.019 |
| a31o_2 | 4 | 0.0043 |
| o211ai_1 | 4 | 0.0037 |
| nand3_1 | 10 | 0.0061 |
| nor2b_1 | 5 | 0.0038 |
| nor3b_1 | 2 | 0.0018 |
| dfrtn_1 | 150 | 0.46 |
| a221o_1 | 2 | 0.0024 |
| nand4_1 | 6 | 0.0046 |
| a21oi_1 | 65 | 0.040 |
| ha_1 | 72 | 0.11 |
| o21ai_1 | 3 | 0.0018 |
| clkbuf_1 | 7 | 0.0032 |
| o31a_2 | 2 | 0.0024 |
| a31oi_1 | 11 | 0.0084 |
| a21boi_0 | 3 | 0.0028 |
| and3_1 | 8 | 0.0061 |
| and4_1 | 5 | 0.0053 |
| xnor2_1 | 47 | 0.050 |
| and2_1 | 4 | 0.0031 |
| xor2_1 | 19 | 0.020 |
| or2_2 | 2 | 0.0015 |
| o31a_1 | 2 | 0.0021 |
| o221ai_1 | 2 | 0.0021 |
## stage by stage
step | setup slack, ps | cell area, µm²
6_report | 468.0 | 9549
5_1_grt | 286.5 | 9549
4_1_cts | 475.8 | 9549
3_5_place_dp | 60.39 | 8959
3_3_place_gp | 125.9 | 8959
2_1_floorplan | 729.6 | 8185
## how the worst max path moves through the flow
stage | end | slack [ps]
after CTS | diff1[22]$_DFF_NN0_ | 480
after global routing | diff1[22]$_DFF_NN0_ | 290
final | diff1[22]$_DFF_NN0_ | 470
## power groups by stage
stage / clock network, mW / registers (mW) / logic (mW)
CTS: 0.683 / 1.14 / 1.48
finish: 0.659 / 1.14 / 1.47
global route: 0.716 / 1.17 / 1.67
## layout make-up
class | count | area, µm² | share of cell area
Tap cell | 216 | 270.3 | 0.02830
Clock buffer | 24 | 524.3 | 0.05490
Multi-Input combinational cell | 478 | 3551 | 0.3719
Clock inverter | 8 | 66.31 | 0.006944
Sequential cell | 175 | 4254 | 0.4455
Timing Repair Buffer | 54 | 534.3 | 0.05595
Inverter | 93 | 349.1 | 0.03656
Power figures rest on the tool's default switching activity, not on a simulated workload.
