==> flow/design.v <==
module cic3_accumulators
    #(parameter DECIMATION_FACTOR = 256,  
    parameter CLOCK_WIDTH = $clog2(DECIMATION_FACTOR),
    parameter NUMBITS = 3*CLOCK_WIDTH+1)
    (output logic [NUMBITS-1:0] out,  
    output logic divided_clk,  
    input logic in,  
    input logic clk,  
    input logic reset_n);  
logic [NUMBITS-1:0] in_coded;  
logic [NUMBITS-1:0] acc1;
logic [NUMBITS-1:0] acc2;
logic [NUMBITS-1:0] acc3;
logic [CLOCK_WIDTH-1:0] clock_counter;
always_comb begin : coder
    if (in) 
        in_coded = 1;
    else
        in_coded = 0;
end  
always_comb begin : clock_assign
    divided_clk = clock_counter[CLOCK_WIDTH-1]; 
end  
always_ff @ (posedge clk or negedge reset_n) begin 
    if (!reset_n) begin 
        acc1 <= 'b0; 
        acc2 <= 'b0; 
        acc3 <= 'b0; 
    end 
    else begin
        acc1 <= acc1 + in_coded; 
        acc2 <= acc2 + acc1; 
        acc3 <= acc3 + acc2;  
    end
end  
always_ff @ (posedge clk or negedge reset_n) begin
    if (!reset_n)
        clock_counter <= 'b0; 
    else 
        clock_counter <= clock_counter + 1'b1;
end  
always_ff @ (negedge divided_clk or negedge reset_n) begin 
    if(!reset_n) begin
        out <= 'b0; 
    end 
    else begin 
        out <= acc3; 
    end
end  
endmodule
==> flow/run.sh <==
#!/bin/bash
# OpenROAD 26Q1-2900-gdf79404cd8, Yosys 0.63+post, stock flow scripts
make -C /OpenROAD-flow-scripts/flow DESIGN_CONFIG=/design/flow/config.mk WORK_HOME=/design/flow/orfs finish
==> flow/config.mk <==
export PLATFORM = sky130hd
export DESIGN_NAME = cic3_accumulators
export DESIGN_NICKNAME = cic3_accumulators
export VERILOG_FILES = /design/flow/design.v
export SDC_FILE = /design/flow/constraint.sdc
export NUM_CORES = 4
export LEC_CHECK = 1
export CORE_UTILIZATION = 30
==> flow/constraint.sdc <==
current_design cic3_accumulators

set clk_period 5.0
set clk_io_pct 0.2

create_clock -name clk0 -period $clk_period [get_ports {clk}]

set non_clock_inputs [all_inputs -no_clocks]
set_input_delay [expr $clk_period * $clk_io_pct] -clock clk0 $non_clock_inputs
set_output_delay [expr $clk_period * $clk_io_pct] -clock clk0 [all_outputs]
==> job_summary.md <==
## Implementation flow summary

| Metric | Value |
|---|---|
| Status | `finished, final reports clean` |
| Die ar. | `between 15,000 and 20,000 sq um` |
| Setup crit start kind | `flip-flop` |
| CTS Buf Count | `9` |
| Mux area share | `less than 1%` |
| Arrival time worst endpoint | `2960 ps` |
| Seq share, synth | `46.7%` |
| XOR Share, Synth | `10.7%` |
| DIE WIDTH | `141 um` |
| Endpoints left unconstrained | `50` |
| Ys async rst share | `100%` |
| Slew @ Worst Pin | `539 ps` |
| Post-route antenna net violation count | `0` |
| Main flop type | `dfrtp_1` |
| Placer Congestion | `0.915` |
| Clock Tree Buf Depth | `2` |
| Area of placed instances | `6380 sq um` |
| Yosys reg bits | `about 110` |
| CTS root buffer | `clkbuf_16` |
| Final setup viols | `0` |
| Fp_density | `30.7%` |
| Layout cell share with drive strength beyond 1 | `6.59%` |
| Top cell type by total area after synthesis | `dfrtp_1` |
| Max-Cap Viols | `0` |
| Ant. Diodes | `0` |
| Dominant logic cell type in the layout | `dfrtp_1` |
| Sw Pwr | `1030 uW` |
| Clock power share | `between 20% and 30%` |
| Final period utilization | `54.5%` |
| Gr usage total | `between 10% and 20%` |
| 1st-pass router iterations | `4` |
| AND-OR/OR-AND Cells, Area Fraction | `16.8%` |
| Overall Power | `2900 uW` |
| Pins Over Slew Limit | `0` |
| Min-delay worst type | `flip-flop to flip-flop` |
| Clk slew on worst S/H paths | `approximately 60 ps` |
| Post-route minimum period | `2720 ps` |
| Reg2reg path depth | `9` |
| Vias | `4,093` |
| Basic Gates by Area | `12.6%` |
| Worst clock skew | `6.59 ps` |
| Final Cell Area | `approximately 6700 sq um` |
| Cell variety after synth | `55` |
| Synth Warn # | `1` |
| Post-DR vias/cell | `~4.9` |
| Cell Area, Synth | `5790 sq um` |
| Crit path largest cell delay | `between 400 and 500 ps` |
| RSZ-0062 raised after global routing | `false` |
| Post-synth EDFFs | `0` |
| Worst VDD drop | `0.000211 V` |
| First-pass GRT wire length | `around 18,000 um` |
| Max Clk Rate | `367 MHz` |
| Worst slew margin | `64.1%` |
| Reg-to-reg critical path endpoint | `acc2[24]` |
| Clk latency of the worst-skew pair | `330 ps` |
| Critical Path Sink | `acc2[24]` |
| CP required | `5240 ps` |
| Setup TNS | `0 ps` |
| Initial antenna violation count | `0` |
| Crit. Startpoint | `acc1[0]` |
| Switching Fraction | `between 30 and 40%` |
| Max-area cell share | `between 30% and 40%` |
| Syn avg cell area | `around 11 sq um` |
| Yosys stat area | `5790 sq um` |
| Vias in the first global route | `3,919` |
| Core box area | `18,800 sq um` |
| WL per Instance | `12.4 um` |
| Area growth, synth to finish | `16.1%` |
| OpenROAD warnings | `25` |
| # IOs | `29` |
| Site Rows | `50` |
| Detailed-route DRC error count | `0` |
| Part of the power in registers | `32.8%` |
| Reg-to-reg setup timing slack | `around 2300 ps` |
| GRT overflow | `0` |
| Dominant kind of combinational cell | `AND-OR/OR-AND gates` |
| Top Layout Cells | `83 x dfrtp_1, 51 x ha_1, 47 x xnor2_1` |
| Fa+ha+maj area frac | `11.7%` |
| IO buf count | `28` |
| Most area-consuming cells after synthesis | `dfrtp_1 36%, ha_1 11%, dfrtn_1 11%` |
| Internal power | `1860 uW` |
| Slowest CP cell | `fa_1` |
| Final core utilization | `35.7%` |
| Crit end category | `flip-flop` |
| Die Ht | `141 um` |
| Count of unclocked register or latch pins | `25` |
| Detail Placement HPWL | `~8000 um` |
| CP Class | `flip-flop to flip-flop` |
| Crit Path Max Fanout | `4` |
| TritonCTS clock tree | `yes` |
| CTS Hold Bufs | `0` |
| Largest net degree at the start of global routing | `between 40 and 50` |
| Iter 0 DRT Violations | `115` |
| Post-CTS setup buffers | `0` |
| Fillers | `1,752` |
| Post-Syn Instances | `around 540` |
| CTS resizes | `0` |
| Routed Wire Length | `10,400 um` |
| Cell Chain, Critical Path | `ha_1 > fa_1 > a211oi_1 > o21ai_1 > o2111ai_1 > a21oi_1 > a21oi_1 > nor2_1 > a211oi_1` |
| LEAKAGE | `approximately 0.0033 uW` |
| Critical R2R Launch | `acc1[0]` |
| Combinational Power Share | `between 40% and 50%` |
| H-tree level count | `3` |
| Pwr Density | `about 430 nW/um^2` |
| # Cells Yosys | `~540` |
| Final hold viol count | `0` |
area by class of cell:
| class | count | area (sq um) | area share (%) |
|---|---|---|---|
| Timing Repair Buffer | 31 | 300 | 4.47 |
| Multi-Input combinational cell | 411 | 3010 | 44.7 |
| Inverter | 11 | 41.3 | 0.615 |
| Clock buffer | 11 | 243 | 3.61 |
| Tap cell | 260 | 325 | 4.84 |
| Sequential cell | 108 | 2700 | 40.2 |
| Clock inverter | 5 | 100 | 1.49 |
power groups by stage:
stage	clock, uW	combinational, uW	sequential [uW]
after global routing	801	1330	974
final	756	1190	951
after CTS	777	1190	954
metrics by stage:
step                setup slack [ps]  std cells  hold WS [ps]
floorplan                       2710        538           437
finish                          2280        837           476
global route                    2090        837           498
global placement                2060        821           449
CTS                             2280        837           476
detailed placement              2010        821           466
cells in the mapped netlist (2+ instances only):
library cell   n
xnor2_1       47
o21ai_2        2
dfrtp_1       83
nor3b_2        2
nor3_1         7
nor2_1        25
a21o_1        30
nor2b_1        5
a211oi_1       7
buf_2          5
nand3_1       24
a21oi_2        2
a31oi_1        3
fa_1           2
and4_1         6
inv_1         10
ha_1          51
nand2b_1       2
o21ai_1       12
o2111ai_1      2
a21oi_1       46
o21ai_0       15
o211ai_1       3
and2_1         3
xor2_1        24
nand2_1       36
o21bai_1       8
dfrtn_1       25
nand4_1       10
clkbuf_1       3
o21a_1         5
and3_1         9
a211oi_2       2
registers in the layout, indices dropped and copies added, names as in the netlist:
| name | count |
|---|---|
| acc1 | 25 |
| acc2 | 25 |
| acc3 | 25 |
| out | 25 |
| clock_counter | 8 |
logic make-up after synthesis:
family,count (synthesis)
AND-OR/OR-AND,147
AND/OR/NAND/NOR,139
flip-flops,108
XOR/XNOR,71
adder cells (fa/ha/maj),53
buffers and inverters,19
multiplexers,1
per-layer routing:
| layer | wire length [um] | GRT usage [%] | up-vias | share of wire [%] |
|---|---|---|---|---|
| met2 | 4620 | 17.7 | 86 | 45 |
| met3 | 296 | 1.21 | 16 | 2.9 |
| met1 | 5260 | 17.5 | 1954 | 51 |
| li1 | - | - | 2037 | - |
| met4 | 208 | 2.17 | 0 | 2.0 |
| met5 | 0 | 0 | - | 0 |
how the worst min path moves through the flow:
| stage | startpoint | endpoint | slack, ps | cells after the start |
|---|---|---|---|---|
| CTS | clock_counter[0] | clock_counter[0] | 480 | 1 |
| global route | clock_counter[0] | clock_counter[0] | 500 | 1 |
| finish | clock_counter[0] | clock_counter[0] | 480 | 1 |
critical path: cells and delay by family, from the launching register on:
| kind | cells | cell delay [ps] |
|---|---|---|
| flip-flops | 1 | 390 |
| AND/OR/NAND/NOR | 1 | 80 |
| adder cells (fa/ha/maj) | 2 | 700 |
| AND-OR/OR-AND | 6 | 1460 |
No activity file was given, so power comes from the tool's default toggle rates.
