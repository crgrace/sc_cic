### ./design.v
module cic3
    #(parameter DECIMATION_FACTOR = 256,  
    parameter CLOCK_WIDTH = $clog2(DECIMATION_FACTOR),
    parameter NUMBITS = 3*CLOCK_WIDTH+1)
    (output logic [NUMBITS-1:0] out,  
    input logic in,  
    input logic clk,  
    input logic reset_n);  
logic [NUMBITS-1:0] in_coded;  
logic [NUMBITS-1:0] acc1;
logic [NUMBITS-1:0] acc2;
logic [NUMBITS-1:0] acc3;
logic [NUMBITS-1:0] acc3_d;
logic [NUMBITS-1:0] diff1;
logic [NUMBITS-1:0] diff2;
logic [NUMBITS-1:0] diff3;
logic [NUMBITS-1:0] diff1_d;
logic [NUMBITS-1:0] diff2_d;
logic [CLOCK_WIDTH-1:0] clock_counter;  
logic divided_clk;
always_comb begin : coder
    if (in) 
        in_coded = 1;
    else
        in_coded = 0;
end  
always_comb begin : clock_assign
    divided_clk = clock_counter[CLOCK_WIDTH-1]; 
end  
always_ff @ (posedge clk or negedge reset_n) begin : integrators 
    if (!reset_n) begin 
        acc1 <= 'b0; 
        acc2 <= 'b0; 
        acc3 <= 'b0; 
    end 
    else begin
        acc1 <= acc1 + in_coded; 
        acc2 <= acc2 + acc1; 
        acc3 <= acc3 + acc2;  
    end
end  
always_ff @ (posedge clk or negedge reset_n) begin : clk_divider
    if (!reset_n)
        clock_counter <= 'b0; 
    else 
        clock_counter <= clock_counter + 1'b1;
end  
always_ff @ (negedge divided_clk or negedge reset_n) begin: differentiators
    if(!reset_n) begin
        acc3_d <= 'b0; 
        diff1_d <= 'b0; 
        diff2_d <= 'b0; 
        diff1 <= 'b0; 
        diff2 <= 'b0; 
        diff3 <= 'b0;
    end 
    else begin 
        diff1 <= acc3 - acc3_d; 
        diff2 <= diff1 - diff1_d; 
        diff3 <= diff2 - diff2_d; 
        acc3_d <= acc3; 
        diff1_d <= diff1; 
        diff2_d <= diff2; 
    end
end  
always_ff @ (posedge divided_clk)  
    out <= diff3;
endmodule
### ./run.sh
#!/bin/bash
# OpenROAD 26Q1-2900-gdf79404cd8, Yosys 0.63+post, stock flow scripts
make -C /OpenROAD-flow-scripts/flow DESIGN_CONFIG=/design/flow/config.mk WORK_HOME=/design/flow/orfs finish
### ./config.mk
export PLATFORM = sky130hd
export DESIGN_NAME = cic3
export DESIGN_NICKNAME = cic3
export VERILOG_FILES = /design/flow/design.v
export SDC_FILE = /design/flow/constraint.sdc
export NUM_CORES = 4
export LEC_CHECK = 1
export CORE_UTILIZATION = 30
### ./constraint.sdc
current_design cic3

set clk_period 8.5
set clk_io_pct 0.2

create_clock -name clk0 -period $clk_period [get_ports {clk}]

set non_clock_inputs [all_inputs -no_clocks]
set_input_delay [expr $clk_period * $clk_io_pct] -clock clk0 $non_clock_inputs
set_output_delay [expr $clk_period * $clk_io_pct] -clock clk0 [all_outputs]
==> results.cfg <==
; yosys + openroad results
[clock_network]
ctsHoldBuffers = 0
path_clk_slew_ns = 0.07
cts_root_buf = clkbuf_16
post_cts_buffers = 0
ctsLongestPathBuffers = 2
cts_resized = 0
cts_buffers = 9
h-tree-depth = 3
cts_tree = done
clk_latency_ns = 0.34

[run]
warnings = 27
max-cap-violations = 0

[setup_path]
crit_end = acc1[20]$_DFF_PN0_
crit_path_end_kind = flop
worstSetupStartpointType = primary input
cp.depth = 9
r2r_cells = 10
arrival_ns = 3.92
path_cells = clkdlybuf4s50_1 > ha_1 > ha_1 > nand3_1 > nor3_1 > and3_1 > and4_1 > nand3_1 > xnor2_1
cp.required_ns = 8.72
critical_path.startpoint = in
r2r_end = acc3[24]$_DFF_PN0_
cpMaxStageDelayCell = clkdlybuf4s50_1
path_max_fanout = 4
cp_slowest_stage_delay_ns = 0.46
timing.rr.start = acc2[0]$_DFF_PN0_
path_buffers = 1
ff2ff_setup_slack_ns = 5.57
critical_path_class = primary input to flop
crit_family = simple AND/OR/NAND/NOR gates

[power_and_ir_drop]
p_seq_frac = 0.292
switching_share = 0.405
p_leak_nw = 6.84
clockPowerShare = 0.187
combPwrFrac = 0.521
peakVddDrop_v = 0.000126
internal_power_w = 0.00120
cellPowerDensity_mw_per_mm2 = 140
switchingPower_w = 0.000814

[floorplan]
rows = 76
pin_count = 28
die_w_um = 211
chipHeight_um = 211
initCoreUtil = 0.305
dieArea_sq_mm = 0.0446
core_sq_mm = 0.0431

[route]
route.detailed.drc = 0
detail-route-antenna-nets = 0
n_antenna_cell = 0
wl_um = 19300
num_vias = 8183
drt-initial-drc-count = 447
drt_pass1_iterations = 5
avgRoutedWirePerCell_um = 10.6
viasPerCell = 4.49

[timing]
layout_min_cycle_time_ns = 3.70
skew_ns = 0.00989
setup_tns_ns = 0
slew_headroom = 0.492
setup_viol = 0
finalClockPeriodUsage = 0.435
worstMarginPinSlew_ns = 0.762
untimed_endpoints = 200
fmax_ghz = 0.270
unclocked_regs = 175
rsz0062_at_grt = no
hold_viol = 0
fin_ws_ns = 4.80
slew_violations = 0

[place]
dpl.hpwl_um = 14800
io_buffer_count = 27
pre_cts_ws_ns = 4.42
gp_congestion = 0.895

[grt]
grt_max_degree = 137
grt_pass1_vias = 7912
antenna_found_initial = 0
grt-ovfl-total = 0
track_usage = 0.0941
grt_pass1_wl_um = 35100

[worst_hold_path]
hp-class = flop to flop

[logic_synthesis]
yosys.stat.seqShare = 0.483
syn_inst = 1211
netlist_area_sq_mm = 0.0131
ys_area_sq_mm = 0.0131
synthArstFlopShare = 0.903
synth.avg_cell_area_sq_um = 10.8
synth.distinct_cells = 73
synth-edff-count = 0
ys_ff = 258
ys_cells = 1211
ff_type = dfrtn_1
yosysWarnings = 1

[cells_and_area]
lay_top_count = dfrtn_1
drive_above_1_share = 0.0453
synthToLayoutAreaGrowth_pct = 9.56
lay_top_cells = dfrtn_1, ha_1, xnor2_1, inv_1, a21oi_1

[status]
outcome = completed
-- power groups by stage --
stage | Sequential, W | Combinational [W] | Clock, W
6_report | 0.000587 | 0.00105 | 0.000376
4_1_cts | 0.000589 | 0.00105 | 0.000388
5_1_grt | 0.000602 | 0.00119 | 0.000404
-- cell families after synthesis --
group / Yosys count / share of synthesized area
xor gates and xnor gates: 135 / 0.0901
adders and majority gates: 128 / 0.125
DFF: 258 / 0.483
AOI/OAI and AO/OA: 304 / 0.164
and+or+nand+nor: 262 / 0.0998
buffers and inverters: 119 / 0.0346
muxes: 5 / 0.00382
-- cell usage after synthesis, types with 8 or more instances --
master / n / area share
o21a_1: 22 / 0.013
xor2_1: 34 / 0.023
and3_1: 19 / 0.0091
nor3_1: 13 / 0.0050
nand2_1: 58 / 0.017
dfrtp_1: 83 / 0.16
nor2_1: 67 / 0.019
o31ai_1: 8 / 0.0046
o21bai_1: 17 / 0.0097
a211oi_1: 8 / 0.0046
a21o_1: 48 / 0.027
a21oi_1: 89 / 0.034
inv_1: 100 / 0.029
dfrtn_1: 150 / 0.29
ha_1: 123 / 0.12
xnor2_1: 101 / 0.067
nand4_1: 14 / 0.0067
a31oi_1: 8 / 0.0038
dfxtp_1: 25 / 0.038
nand2b_1: 13 / 0.0062
nand3_1: 32 / 0.012
clkbuf_1: 16 / 0.0046
o21ai_0: 35 / 0.013
nor2b_1: 12 / 0.0057
-- worst reg2reg max path: stages, from the launching register on --
cell,delay (ns)
dfrtp_1,0.40
ha_1,0.25
fa_1,0.44
a211oi_2,0.27
nor3_1,0.12
o41ai_2,0.42
o21ai_1,0.16
a31oi_2,0.26
o21ai_1,0.13
o32ai_2,0.28
xnor2_1,0.14
-- stage by stage --
stage               area (sq um)  cells  total power, W   util  hold slack [ns]
floorplan                  13100   1211         0.00146      -            0.435
global placement           14100   1806         0.00163  0.327            0.459
detailed placement         14100   1806         0.00164  0.327            0.468
CTS                        14400   1822         0.00203  0.334            0.477
global route               14400   1822         0.00219  0.334            0.499
finish                     14400   1822         0.00201  0.334            0.476
-- layer usage --
| layer | up-vias | share of wire | global-route usage |
|---|---|---|---|
| li1 | 4304 | - | - |
| met4 | 0 | 0.013 | 0.0132 |
| met2 | 85 | 0.44 | 0.150 |
| met3 | 16 | 0.019 | 0.00683 |
| met5 | - | 0 | 0 |
| met1 | 3778 | 0.53 | 0.147 |
-- area by class of cell --
type                            instances  area (sq um)
Fill cell                            4197         28700
Sequential cell                       258          6330
Multi-Input combinational cell        834          6330
Tap cell                              585           732
Inverter                              100           375
Timing Repair Buffer                   29           303
Clock buffer                            9           225
Clock inverter                          7          68.8
-- how the worst min path moves through the flow --
stage,depth (start not counted),to,start
finish,1,clock_counter[0]$_DFF_PN0_,clock_counter[0]$_DFF_PN0_
global route,1,clock_counter[3]$_DFF_PN0_,clock_counter[3]$_DFF_PN0_
CTS,1,clock_counter[0]$_DFF_PN0_,clock_counter[0]$_DFF_PN0_
Power figures rest on the tool's default switching activity, not on a simulated workload.
